### design/flow/design.v
package rast_params;
    localparam SIGFIG = 24;  
    localparam RADIX = 10;  
    localparam VERTS = 3;  
    localparam AXIS = 3;  
    localparam COLORS = 3;  
    localparam PIPES_BOX = 3;  
    localparam PIPES_ITER = 1;  
    localparam PIPES_HASH = 2;  
    localparam PIPES_SAMP = 3;  
endpackage
module tree_hash
#(
    parameter IN_WIDTH = 40,
    parameter OUT_WIDTH = 8
)
(
    input logic unsigned [IN_WIDTH-1:0]      in_RnnH,  
    input logic unsigned [OUT_WIDTH-1:0]     mask_RnnH,  
    output logic unsigned [OUT_WIDTH-1:0]    out_RnnH    
);
    logic unsigned [31:0]   arr32_RnnH ;
    logic unsigned [15:0]   arr16_RnnH ;
    assign arr32_RnnH[7:0]   = in_RnnH[7:0]   ^ in_RnnH[15:8]  ;  
    assign arr32_RnnH[15:8]  = in_RnnH[15:8]  ^ in_RnnH[23:16] ;  
    assign arr32_RnnH[23:16] = in_RnnH[23:16] ^ in_RnnH[31:24] ;  
    assign arr32_RnnH[31:24] = in_RnnH[31:24] ^ in_RnnH[39:32] ;  
    assign arr16_RnnH[7:0] = arr32_RnnH[7:0] ^ arr32_RnnH[23:16] ;  
    assign arr16_RnnH[15:8] = arr32_RnnH[15:8] ^ arr32_RnnH[31:24] ;  
    assign out_RnnH[OUT_WIDTH-1:0] = ( arr16_RnnH[7:0] ^ arr16_RnnH[15:8] ) & mask_RnnH[7:0] ;
endmodule
### design/flow/run.sh
#!/bin/bash
# OpenROAD 26Q1-2900-gdf79404cd8, Yosys 0.63+post, stock flow scripts
make -C /OpenROAD-flow-scripts/flow DESIGN_CONFIG=/design/flow/config.mk WORK_HOME=/design/flow/orfs finish
### design/flow/config.mk
export PLATFORM = sky130hd
export DESIGN_NAME = tree_hash
export DESIGN_NICKNAME = tree_hash
export VERILOG_FILES = /design/flow/design.v
export SDC_FILE = /design/flow/constraint.sdc
export NUM_CORES = 4
export LEC_CHECK = 1
export CORE_AREA = 10 10 70 70
export DIE_AREA = 0 0 80 80
### design/flow/constraint.sdc
current_design tree_hash

set clk_period 1.0
set clk_io_pct 0.2

create_clock -name clk0 -period $clk_period

set non_clock_inputs [all_inputs -no_clocks]
set_input_delay [expr $clk_period * $clk_io_pct] -clock clk0 $non_clock_inputs
set_output_delay [expr $clk_period * $clk_io_pct] -clock clk0 [all_outputs]
==> run notes <==
run metrics: status=complete, no violations, leakage=about 0.00020 uW, initial core utilization=3.52%, commonest cells in the netlist=8 x and2_1, 8 x xor2_1, Die Wd=~80 um, final cell count without fillers=94, period utilisation layout=between 90 and 100%, CP bufs+invs=2, DR vias=between 200 and 250, Max Transition Viols Final=0, largest net degree at the start of global routing=2, ANT cells=0, Worst Path Required=0.80 ns, Finished Core Util=11.8%, port bufs=32, Crit path max-delay family=buffers and inverters, combinational gate area=~120 um^2, Rows=21, Die ar.=around 6400 um^2, DRT Pass-1 Iters=1, Flop Count=0, Final min period=0.954 ns, type of the worst setup path=in -> out, GRT Overall Usage=2.01%, first-pass GRT wire length=1.10 mm, Via-to-Cell Ratio=2.28, worst-margin pin slew=~0.11 ns, power per cell area=~290 nW/um^2, worst hold path class=in -> out, Slowest Stage Delay on Critical Path=0.17 ns, initial antenna violation count=0, WL/cell=slightly above 8 um, Startpoint Class=input pin, Post-synth area hogs=xor2_1 58%, and2_1 42%, residual DRC count=0, slowest CP cell=clkdlybuf4s15_1, post-route ant nets=0, achievable frequency=1050 MHz, unrepaired setup endpoints after global routing=false, hold path depth=3, total gr overflow=0, Ys Warns=0, Seq share, synth=0%, hold_sp=mask_RnnH[1], Placed Cells=94, Std-Cell Core Area=3420 um^2, Placement Cell Area=498 um^2, vias in the first global route=between 200 and 250, CP Depth=4, Syn-to-layout area delta=235%, yosys cell count=16, Mapped Cells=16, post-layout instance area=around 400 um^2, cell type with the largest total area=xor2_1, area share of the largest cell type after synthesis=58.3%, Unique cell types=2, crit-path cells=clkdlybuf4s15_1 -> xor2_1 -> and2_1 -> buf_2, yosys stat area=~120 um^2, Seq. cell area=0 um^2, Hold Fails Final Rpt=0, critical path fanouts, max=1, Synth Cell Area=120 um^2, die height=80 um, Worst slew margin=92.8%, total power=116 uW, Critical Path End Type=output pin, Min-Delay Endpoint=out_RnnH[1], global placer's final weighted congestion=0.763, VDD IR max=0.0503 mV, maxcap violations=0, final setup fails=0, layout cells sized above 1=35.4%, DR iter-0 viols=0, filler instances=404, Critical Path AT=between 0.7 and 0.8 ns, tool warnings=56, DRT Wirelength=756 um, Avg Cell Area, Syn=7.51 um^2, clk_buf instances=0, # IOs=56
==> worst max-delay path by stage <==
stage / startpoint / end / slack, ns
final: in_RnnH[39] / out_RnnH[7] / 0.05
after global routing: in_RnnH[39] / out_RnnH[7] / 0.005
after CTS: in_RnnH[1] / out_RnnH[1] / 0.0005
==> cell families after synthesis <==
logic type,after synthesis,share of synthesized area [%]
xor gates and xnor gates,8,58.3
and+or+nand+nor,8,41.7
==> worst min-delay path, stage by stage <==
cell           delay, ns
dlygate4sd2_1       0.18
and2_1              0.10
buf_2               0.08
==> layout by cell type (no fill, tap or decap) <==
cell             instances
clkdlybuf4s15_1          7
dlygate4sd2_1            8
buf_2                    9
and2_1                   8
clkbuf_2                 8
xor2_1                   8
==> per-layer routing <==
layer,up-vias,global-route usage [%],wire length (um)
li1,112,-,-
met1,80,2.37,315
met2,22,3.13,284
met3,0,1.36,156
met4,0,0,0
met5,-,0,0
==> final cells by class <==
class	instances	share of cell area [%]
well taps	46	14.3
repair buffers	32	55.9
multi-input cells	16	29.8
==> power breakdown <==
part	internal (uW)	switching [uW]	total (uW)
registers	0	0	0
clock network	0	0	0
logic	85.6	30.5	116
==> metrics by stage <==
stage / worst slack, ns / hold slack, ns / setup TNS, ns
2_1_floorplan: 0.345 / 0.472 / 0
3_3_place_gp: -0.640 / 1.32 / -4.81
3_5_place_dp: -0.645 / 1.31 / -4.86
4_1_cts: 0.000488 / 0.776 / 0
5_1_grt: 0.00467 / 0.790 / 0
6_report: 0.0459 / 0.765 / 0
==> timing repair <==
| item | in CTS | in global routing |
|---|---|---|
| setup buffers | 0 | 0 |
| setup endpoints to repair | 8 | 6 |
| resized | 64 | 10 |
| pin swaps | 16 | 9 |
| hold buffers | 0 | 0 |
Power is estimated from default activity; no workload was simulated.
